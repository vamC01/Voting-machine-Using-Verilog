==> /design/flow/design.v <==
module voting(clk,rst,a,b,c,key_val,vote_done,a_out,b_out,c_out,total,win);
input clk;
input rst;
input a,b,c;
input [3:0]key_val;
input vote_done;
output reg [6:0]a_out;
output reg [6:0]b_out;
output reg [6:0]c_out;
output reg [6:0]total;
output reg [1:0] win;
parameter [1:0]KEY=2'b00;
parameter [1:0]VOTE=2'b01;
parameter [1:0]RESULT=2'b10;
reg[1:0] state;
reg tie;
always @ (posedge clk or posedge rst)
begin
if(rst) state<=KEY;
else case(state)
  KEY: state <=  key_val==4'b1111 ? VOTE : KEY;
  VOTE: state <= vote_done ? RESULT : VOTE;
  RESULT:state <= tie ? VOTE : RESULT;
    endcase
end
always @ (posedge clk or posedge rst)
  begin
if(rst) begin
a_out<=7'h0;
b_out<=7'h0;
c_out<=7'h0;
total<=7'h0;
tie<=7'h0;
end
else case(state)
  KEY:  begin a_out<=7'h0;
	b_out<=7'h0;
	c_out<=7'h0;
	total<=7'h0;
	tie<=7'h0;  end
  VOTE: begin
        if(tie)begin 
            a_out<=7'h0;
				b_out<=7'h0;
				c_out<=7'h0;
				total<=7'h0;
				tie<=7'h0;
            end
        case(0)
        a:a_out<=a_out + 1;
        b:b_out<=b_out + 1;
        c:c_out<=c_out + 1;
        endcase
      end
  RESULT: begin  
            total<=a_out+b_out+c_out;
			 if(a_out > b_out && a_out >c_out) win<=2'b00;
			 else begin
						if(b_out > a_out && b_out >c_out) win<=2'b01;
						else win<=2'b10;
					end
          if((a_out==b_out && a_out>c_out) || (a_out==c_out && a_out>b_out) || (b_out==c_out && c_out>a_out)|| (a_out==c_out  && b_out==c_out ))begin 
          tie<=1'b1;win<=2'b11; end
          else tie <= 1'b0; end 
    endcase
end
endmodule
==> /design/flow/run.sh <==
#!/bin/bash
# OpenROAD 26Q1-2900-gdf79404cd8, Yosys 0.63+post, stock flow scripts
make -C /OpenROAD-flow-scripts/flow DESIGN_CONFIG=/design/flow/config.mk WORK_HOME=/design/flow/orfs finish
==> /design/flow/config.mk <==
export PLATFORM = sky130hd
export DESIGN_NAME = voting
export DESIGN_NICKNAME = voting
export VERILOG_FILES = /design/flow/design.v
export SDC_FILE = /design/flow/constraint.sdc
export NUM_CORES = 4
export LEC_CHECK = 1
export CORE_UTILIZATION = 30
==> /design/flow/constraint.sdc <==
current_design voting

set clk_period 3.0
set clk_io_pct 0.2

create_clock -name clk0 -period $clk_period [get_ports {clk}]

set non_clock_inputs [all_inputs -no_clocks]
set_input_delay [expr $clk_period * $clk_io_pct] -clock clk0 $non_clock_inputs
set_output_delay [expr $clk_period * $clk_io_pct] -clock clk0 [all_outputs]
==> results.cfg <==
; synthesis and place-and-route metrics
[layout]
fillers = 817
lay_top_count = clkdlybuf4s50_1
final_layout_top_logic_cells = clkdlybuf4s50_1, dfrtp_1, ha_1
area_delta_synth_final_pct = 24.6
drive_gt1_frac = 0.0488

[global_route]
grt_max_degree = 33
grt_overflow = 0
antenna_found_initial = 0
grtUsageTotal = 0.168
grt_pass1_wl_mm = 11.4
grt_pass1_vias = 2183

[worst_setup_path]
critPathSlowestCell = fa_1
path_depth = 7
cp.arrival_ps = 2620
worst-setup-path-type = reg -> reg
startpoint_type = flop
cp_data_required_time_ps = 3170
end_kind = flop
reg2reg_depth = 7
crit_chain = fa_1 -> ha_1 -> a211oi_1 -> o21bai_1 -> a21oi_1 -> xnor2_1 -> a22o_1
crit_fanout = 7
critical-path-max-stage-delay_ps = 570
crit_buf_inv = 0
critPathTopFamily = adder cells

[sta]
rsz0062_at_grt = no
hold_violations = 0
fin_setup_tns_ps = 0
setup_slack_ps = 556
fin_skew_ps = 4.30
max_slew_margin = 0.607
worst_pin_slew_ps = 590
setup_viol = 0
period_minus_slack_ps = 2440
fmax_mhz = 409
drv_slew = 0
fin_crit_sh = 0.815

[synthesis]
avgSynthCellArea_sq_um = 9.01
edf_count = 2
synthArstFlopShare = 0.941
ys_cells = 284
ys.flop_type = dfrtp_1
syn_inst = 284
ys_area_sq_um = 2560
ys.warnings.count = 1
synth_area_sq_um = 2560
synth-seq-cells = 34
yosysSeqAreaShare = 0.337
synth_cell_type_count = 44

[routing]
vias = 2264
wirelength_mm = 6.89
diodes = 0
detail-route-antenna-nets = 0
route.detailed.drc = 0
drt_pass1_iterations = 4
wl_per_cell_microns = 15.9
via_per_inst = 5.23
first_iter_violations = 129

[floorplanning]
fp-utilization = 0.311
num_rows = 33
die_height_microns = 94.3
ios = 40
core-area_sq_um = 8220
die_w_microns = 94.3
die_area_sq_um = 8900

[cts]
cts_tree = done
htree_levels = 2
root_buffer = clkbuf_8
clk_pin_slew_ps = 70
cts_resized = 0
cts.sinks = 34
cts_setup_buffers = 0
numCtsBuffers = 5
hold_buffers = 0
clockBufferDepth = 2
clk_latency_ps = 280

[placement]
dp_slack_ps = 583
io_buffers = 39
dp_hpwl_mm = 5.17
gp_congestion = 0.897

[power_and_ir_drop]
p_leak_uw = 0.00141
vdd_ir_drop_max_mv = 0.273
power_density_nw_per_um2 = 900

[hold_path]
whs_path_depth = 1
hold_path_class = reg -> reg

[job]
warnings = 25
drv_cap = 0

[run_status]
status = finished, final reports clean
## path summary, 6_finish.rpt
kind | startpoint | endpoint | slack (ps)
max | a_out[2] | total[6] | 560
min | total[0] | total[0] | 510
max reg2reg | a_out[2] | total[6] | 560
min reg2reg | total[0] | total[0] | 510
max in group asynchronous | rst | state[0] | 1930
min in group asynchronous | rst | total[0] | 730
## power breakdown
group	switching (uW)	leakage [uW]	internal [uW]	total [uW]
logic	799	0.000904	813	1610
registers	239	0.000446	623	862
clock network	164	0.0000575	232	395
## cells in the mapped netlist (3+ instances only)
cell / number / share of area
a211oi_1: 3 / 0.0088
a21o_1: 8 / 0.023
a21oi_1: 17 / 0.033
a22o_1: 10 / 0.034
a31oi_1: 4 / 0.0098
and2_1: 3 / 0.0073
clkbuf_1: 3 / 0.0044
dfrtp_1: 31 / 0.30
fa_1: 7 / 0.055
ha_1: 29 / 0.14
inv_1: 24 / 0.035
nand2_1: 18 / 0.026
nand3_1: 17 / 0.033
nand3b_1: 5 / 0.015
nand4_1: 10 / 0.024
nor2_1: 17 / 0.025
nor3_1: 9 / 0.018
o21ai_0: 26 / 0.051
o31ai_1: 7 / 0.021
xnor2_1: 5 / 0.017
## flip-flops by register name, summed over array words and instances (netlist names)
| name | cells |
|---|---|
| a_out | 7 |
| b_out | 7 |
| c_out | 7 |
| state | 3 |
| tie | 1 |
| total | 7 |
| win | 2 |
## stage by stage
stage / hold WS (ps) / utilization / total power, uW / cell area [sq um] / cells
after floorplan: 426 / - / 1870 / 2560 / 284
after global placement: 474 / 0.374 / 2460 / 3080 / 425
after detailed placement: 495 / 0.374 / 2470 / 3080 / 425
after CTS: 514 / 0.388 / 2890 / 3190 / 433
after global routing: 545 / 0.388 / 3150 / 3190 / 433
final: 505 / 0.388 / 2870 / 3190 / 433
## kinds of logic (layout without fill, tap and decap cells)
logic type | count (synthesis) | in the layout | share of synthesized area
AOI/OAI and AO/OA | 83 | 83 | 0.207
xor gates and xnor gates | 7 | 7 | 0.0240
adders and majority gates | 36 | 36 | 0.197
buffers and inverters | 31 | 75 | 0.0465
DFF | 34 | 34 | 0.337
muxes | 1 | 1 | 0.00391
and+or+nand+nor | 92 | 92 | 0.184
## area by class of cell
cell class	instances	area [sq um]	area share
Multi-Input combinational cell	219	1580	0.495
Sequential cell	34	862	0.271
Timing Repair Buffer	42	413	0.130
Tap cell	105	131	0.0412
Clock buffer	8	110	0.0346
Inverter	25	93.8	0.0294
## per-layer routing
layer,GRT usage,vias up,routed length [microns]
li1,-,1132,-
met1,0.249,1046,3280
met2,0.265,78,3090
met3,0.0392,8,419
met4,0.0179,0,90
met5,0,-,0
Power is estimated from default activity; no workload was simulated.
